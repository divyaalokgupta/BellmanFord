==> design.v <==
module bellmanford (reset, clock, GMAR1, GMDR1, GMAR2, GMDR2, IMAR, IMDR, WMAR1, WMAR2, WMDR1, WMDR2, WMWDR, WMWAR, WMWE, OMAR, OMDR, OMWAR, OMWDR, OMWE, NegCycle, Finish);
input clock,reset;
output reg [12:0] GMAR1;
input wire [127:0] GMDR1;
output reg [12:0] GMAR2;
input wire [127:0] GMDR2;
output reg [12:0] IMAR;
input wire [7:0] IMDR;
output reg [12:0] WMAR1;
input wire [127:0] WMDR1;
output reg [12:0] WMAR2;
input wire [127:0] WMDR2;
output reg [12:0] WMWAR;
output reg [127:0] WMWDR;
output reg WMWE;
output reg [12:0] OMAR;
output reg [15:0] OMDR;
output reg [12:0] OMWAR;
output reg [15:0] OMWDR;
output reg OMWE;
output reg NegCycle;
output reg Finish;
parameter [4:0]  
Init    = 4'b0000,
Init1   = 4'b0001,
Init2   = 4'b0010,
Init3   = 4'b0011,
Upd_S   = 4'b0100,
Upd_D   = 4'b0101, 
BFA1    = 4'b0110,
BFA_Stall1 = 4'b0111,
BFA2    = 4'b1000,
BFA_Stall2    = 4'b1001,
BFA3    = 4'b1010,
BFA_Stall3 = 4'b1011,
BFA4    = 4'b1100,
BFA5    = 4'b1101,
BFA_Stall4 = 4'b1110,
BFA6    = 4'b1111,
OP1     = 5'b10000,
OP_Stall1 = 5'b10001,
OP2     = 5'b10010,
OP3     = 5'b10011,
OP4     = 5'b10100,
OP_Stall2 = 5'b10101,
Refresh1 = 5'b10110,
Refresh2 = 5'b10111,
End1 = 5'b11000,
End2 = 5'b11001,
End3 = 5'b11010;
reg [127:0] GMDR1_reg;
reg [127:0] GMDR2_reg;
reg [7:0] IMDR_reg;
reg [127:0] WMDR1_reg;
reg [127:0] WMDR2_reg;
always@(posedge clock)
begin
    GMDR1_reg <= GMDR1;
    GMDR2_reg <= GMDR2;
    IMDR_reg <= IMDR;
    WMDR1_reg <= WMDR1;
    WMDR2_reg <= WMDR2;
end
reg [7:0] NumNodes;
reg [7:0] NodeCounter;
reg [7:0] Ureg;
reg [7:0] NumLinks;
reg [7:0] LinkCounter;
reg [7:0] Vreg[0:8];
reg signed [7:0] Wreg[0:8];
reg signed [7:0] NewWeight;
reg [7:0] Sub;
reg BFA_flag;
reg signed [7:0] DistU;
reg First_Node;
reg NegativeCycleCheck;
reg FirstLine;
reg MultiLine;
reg [4:0]   current_state, next_state;
always@(posedge clock)
begin
       current_state <= next_state;
end
always@(posedge clock)
begin
	if(!reset)
	begin
    		casex(current_state)
    		Init:
    		    begin
                    GMAR1 <= 0;
                    GMAR2 <= 0;
                    IMAR <= 0;
                    WMWAR <= 0;
                    OMWAR <= 13'h1fff;
                    NodeCounter <= 8'h81;
                end
            Init1:
                begin
                end
            Init2:
                begin
                    GMAR1 <= GMAR1 + 1'b1;
                    if (NodeCounter == 8'h81)
                        begin
                            NumNodes <= GMDR1_reg[63:0] - 1'b1;
                            NodeCounter <= GMDR1_reg[7:0] - 2'b10;
    		    		    WMWAR <= WMWAR + 1'b1;
    		    		    WMWE <= 1'b1;
    		    		    WMWDR[127:107] <= 21'b100000000111111110000;
                            WMWDR[106:94] <= GMDR1_reg[12:0];
                        end
    		        else if(NodeCounter != 0)
    		    	    begin
    		    		    WMWAR <= WMWAR + 1'b1;
    		    		    WMWE <= 1'b1;
    		    		    WMWDR[127:107] <= 21'b100000000111111110000;
                            WMWDR[106:94] <= GMDR1_reg[12:0];
    		    		    NodeCounter <= NodeCounter - 8'b00000001;
    		    	    end
			        else
                        begin
                            WMWE <= 1'b0;
                            GMAR1 <= IMDR_reg - 1'b1;
                        end
                end
            Init3:
                begin
                     NodeCounter <= NumNodes;
                     IMAR <= IMAR + 1'b1;
                     OMWE <= 1'b0;
                     WMWE <= 1'b0;
                     GMAR1 <= IMAR + 1'b1;
                end
    		Upd_S:
                begin
				    WMWAR <= IMDR_reg;
                    WMWDR[127] = 1'b0;
                    WMWDR[126:119] = 0;
                    WMWDR[118:111] = IMDR_reg;
                    WMWDR[110:107] <= 4'b0010;
				    WMWE <= 1'b1;
				    WMAR1 <= IMDR_reg;                                       
                    NumLinks <= 0;
                    WMWDR[106:94] <= GMDR1_reg[12:0];
                end
            Upd_D:
                begin
				    WMWAR <= IMDR_reg;
                    WMWDR[127] = 1'b1;
                    WMWDR[126:119] = 8'h00;
                    WMWDR[118:111] = 8'hff;
                    WMWDR[110:107] <= 4'b0001;
				    WMWE <= 1'b1;
			    	WMAR2 <= GMDR2_reg[111:104];
                    WMWDR[106:94] <= GMDR1_reg[12:0];
                end
            BFA1:
                begin
                    IMAR <= IMAR - 1'b1;                                               
                    WMWE <= 1'b0;
                    First_Node <= 0;
                    NegativeCycleCheck <= 0;
                end
            BFA_Stall1:
                begin
                end
            BFA2:
                begin
                    FirstLine <= 1'b1;
                    casex(First_Node)
                        0:
                            begin
                                Ureg <= IMDR_reg;
                                NegativeCycleCheck <= 1'b1;
                                WMAR1 <= IMDR_reg;                                              
                                GMAR1 <= IMDR_reg - 1'b1;                                       
                                IMAR <= IMAR + 1'b1;
                            end
                        1:
                            begin
                                if(GMDR2_reg[127:120] == 0)
                                    begin
                                        NegativeCycleCheck <= 1'b0;
                                        Ureg <= GMDR1_reg[71:64];
                                        WMAR1 <= GMDR1_reg[71:64];                                
                                        NodeCounter <= NodeCounter - 1'b1;
                                        GMAR2 <= GMDR1_reg[71:64] - 1'b1;
                                    end
                                else if(WMDR1_reg[127] == 1'b0)
                                    begin
                                        Ureg <= WMAR1[7:0];
                                        GMAR2 <= WMAR1 - 1'b1;                            
                                    end
                                else if (WMDR1_reg[127] == 1'b1)
                                    begin
                                        if(WMAR1[7:0] == NumNodes)
                                            WMAR1 <= 0;
                                        else
                                            WMAR1 <= WMAR1 + 1'b1;
                                    end
                            end
                    endcase
                end
            BFA_Stall2:
                begin
                end
            BFA3:
                begin
                    GMAR1 <= 0;
                    if(First_Node == 1'b0)
                        GMAR2 <= GMDR1_reg[12:0];
                    else if (First_Node == 1'b1 && WMDR1_reg[127] == 1'b0)
                        GMAR2 <= GMDR2_reg[12:0];
                end
            BFA_Stall3:
                begin
                end
            BFA4:
                begin
                    if(FirstLine == 1'b1)
                        begin
                            DistU <= WMDR1_reg[126:119];
                            NumLinks <= GMDR2_reg[119:112];
                            if(GMDR2_reg[119:112] < 7)
                                begin
                                    MultiLine <= 1'b0;
                                    LinkCounter <= GMDR2_reg[119:112];
                                end
                            else
                                begin
                                    LinkCounter <= 7;
                                    MultiLine <= 1'b1;
                                end
				            Vreg[1] <= GMDR2_reg[111:104];
				            Wreg[1] <= GMDR2_reg[103:96];
				            Vreg[2] <= GMDR2_reg[95:88];
				            Wreg[2] <= GMDR2_reg[87:80];
				            Vreg[3] <= GMDR2_reg[79:72];
				            Wreg[3] <= GMDR2_reg[71:64]; 
				            Vreg[4] <= GMDR2_reg[63:56];
				            Wreg[4] <= GMDR2_reg[55:48]; 
				            Vreg[5] <= GMDR2_reg[47:40];
				            Wreg[5] <= GMDR2_reg[39:32]; 
				            Vreg[6] <= GMDR2_reg[31:24];
				            Wreg[6] <= GMDR2_reg[23:16];
				            Vreg[7] <= GMDR2_reg[15:8];
				            Wreg[7] <= GMDR2_reg[7:0];
                            Vreg[8] <= 0;
                            Wreg[8] <= 0;
                        end
                    else
                        begin
                            if(NumLinks > 8)
                                begin
                                    MultiLine <= 1'b1;
                                    LinkCounter <= 8;
                                end
                            else
                                begin
                                    MultiLine <= 1'b0;
                                    LinkCounter <= NumLinks;
                                end
                            Vreg[1] <= GMDR2_reg[127:120];
                            Wreg[1] <= GMDR2_reg[119:112];
				            Vreg[2] <= GMDR2_reg[111:104];
				            Wreg[2] <= GMDR2_reg[103:96];
				            Vreg[3] <= GMDR2_reg[95:88];
				            Wreg[3] <= GMDR2_reg[87:80];
				            Vreg[4] <= GMDR2_reg[79:72];
				            Wreg[4] <= GMDR2_reg[71:64]; 
				            Vreg[5] <= GMDR2_reg[63:56];
				            Wreg[5] <= GMDR2_reg[55:48]; 
				            Vreg[6] <= GMDR2_reg[47:40];
				            Wreg[6] <= GMDR2_reg[39:32]; 
				            Vreg[7] <= GMDR2_reg[31:24];
				            Wreg[7] <= GMDR2_reg[23:16];
				            Vreg[8] <= GMDR2_reg[15:8];
				            Wreg[8] <= GMDR2_reg[7:0];
                        end
                    Sub <= 0;
                end
            BFA5:
                begin
                    WMWE <= 1'b0;
                    if(WMDR1_reg[127] == 1'b1)
                    begin
                        NumLinks <= 0;
                        LinkCounter <= 0;
                    end
                    if (NumLinks == 0)
                    begin
                       First_Node <= 1'b1;
                    end
                    if(LinkCounter == 0 )
                    begin
                       FirstLine <= 1'b0;
                       GMAR2 <= GMAR2 + 1'b1;
                    end
                    if(NumLinks == 0 && LinkCounter == 0)
                        WMAR1 <= WMAR1 + 1'b1;
                    case(Sub)
                        0: 
                            begin
                                WMAR2 <= Vreg[1];
                                NewWeight <= DistU + Wreg[1];
                            end
                        1: 
                            begin
                                WMAR2 <= Vreg[2];  
                                NewWeight <= DistU + Wreg[2];
                            end
                        2:  
                            begin
                                WMAR2 <= Vreg[3];  
                                NewWeight <= DistU + Wreg[3];
                            end
                        3:  
                            begin
                                WMAR2 <= Vreg[4];  
                                NewWeight <= DistU + Wreg[4];
                            end
                        4:  
                            begin
                                WMAR2 <= Vreg[5];  
                                NewWeight <= DistU + Wreg[5];
                            end
                        5:  
                            begin
                                WMAR2 <= Vreg[6];  
                                NewWeight <= DistU + Wreg[6];
                            end
                        6:  
                            begin
                                WMAR2 <= Vreg[7];  
                                NewWeight <= DistU + Wreg[7];
                            end
                        7:  
                            begin
                                WMAR2 <= Vreg[8];  
                                NewWeight <= DistU + Wreg[8];
                            end
                    endcase
                end
            BFA_Stall4:
                begin
                end
            BFA6:
                begin
                   if($signed(WMDR2_reg[126:119]) > NewWeight || WMDR2_reg[127] == 1)
                    begin
                        NegativeCycleCheck <= 1'b1;
                        casex(Sub)
                            0:  begin
                                    WMWAR <= Vreg[1]; 
                                end
                            1:  begin
                                    WMWAR <= Vreg[2]; 
                                end
                            2:  begin 
                                    WMWAR <= Vreg[3]; 
                                end
                            3:  begin 
                                    WMWAR <= Vreg[4]; 
                                end
                            4:  begin 
                                    WMWAR <= Vreg[5]; 
                                end
                            5:  begin 
                                    WMWAR <= Vreg[6]; 
                                end
                            6:  begin 
                                    WMWAR <= Vreg[7]; 
                                end
                            7:  begin 
                                    WMWAR <= Vreg[8]; 
                                end
                        endcase
                        WMWDR[127] = 1'b0;
                        WMWDR[126:119] <= NewWeight;
                        WMWDR[118:111] <= Ureg;
                        WMWDR[110:107] <= WMDR2_reg[110:107];
                        WMWDR[106:94] <= WMDR2_reg[106:94];
                        WMWE <= 1'b1;
                   end
                   LinkCounter <= LinkCounter - 1'b1;
                   NumLinks <= NumLinks - 1'b1;
                   Sub <= Sub + 1'b1;
                end
            OP1:
                begin
                    WMAR2 <= IMDR_reg;
                end
            OP_Stall1:
                begin
                end
            OP2:
                begin
                    OMWAR <= OMWAR + 1'b1;
                    OMWDR <= WMDR2_reg[126:119];
                    OMWE <= 1'b1;
                    WMAR2 <= WMDR2_reg[118:111];
                end
            OP3:
                begin
                    OMWAR <= OMWAR + 1'b1;
                    OMWDR <= IMDR_reg;
                    OMWE <= 1'b1;
                    IMAR <= IMAR + 1'b1;
                end
            OP4:
                begin
                    OMWDR <= WMAR2;
                    OMWE <= 1'b1;
                    OMWAR <= OMWAR + 1'b1;
                    WMAR2 <= WMDR2_reg[118:111];
                    WMAR1 <= NumNodes;
                end
            OP_Stall2:
                begin
                    OMWE <= 1'b0;
                end
            End1:
                begin
                    if(IMDR_reg == 8'hff)
                    begin
                        NodeCounter <= NumNodes;
                        OMWDR <= 16'hFFFF;
                        OMWE <= 1'b1;
                        OMWAR <= OMWAR + 1'b1;
                    end
                    else
                    begin
                        OMWDR <= 8'h0;
                        OMWE <= 1'b1;
                        OMWAR <= OMWAR + 1'b1;
                    end
                end
            Refresh1:
                begin
                    OMWE <= 1'b0;
                    WMWAR <= NumNodes;
                    WMWDR[127:107] <= 21'b100000000111111110000;
                    WMWDR[106:94] <= WMDR1_reg[104:96];
                    WMWE <= 1'b1;
                    IMAR <= IMAR + 1'b1;
                end
            Refresh2:
                begin
                    WMWAR <= WMWAR - 1'b1;
                    WMWDR[127:107] <= 21'b100000000111111110000;
                    WMWE <= 1'b1;
                end
            End2:
                begin
                    OMWE <= 1'b0;
                    WMWE <= 1'b0;
                    Finish <= 1'b1; 
                end
            End3:
                begin
                    NegCycle <= 1'b1; 
                end
        endcase
	end
end
always@(*)
begin
	if(reset)
		next_state = Init;
	else if(current_state == Init)
        next_state = Init1;
    else if(current_state == Init1)
        next_state = Init2;
    else if(current_state == Init2)
	begin
		if (NodeCounter == 0)
			next_state = Init3;
        else
            next_state <= Init1;
	end
	else if(current_state == Init3)
			next_state = Upd_S;
	else if(current_state == Upd_S)
			next_state = Upd_D;
    else if(current_state == Upd_D)
            next_state = BFA1;
	else if(current_state == BFA1)
            next_state = BFA_Stall1;
    else if(current_state == BFA_Stall1)
            next_state = BFA2;
	else if(current_state == BFA2)
    begin
        if (WMDR1_reg[127] == 1'b1)
            next_state = BFA_Stall1;
        else if(First_Node == 1)
        begin
            if ((NegativeCycleCheck == 1'b0) && GMDR2_reg[127:120] == 8'h00 )
                next_state = OP1;
            else if((NodeCounter == 8'h01) && (NegativeCycleCheck == 1'b0) && GMDR2_reg[127:120] == 8'h00)
                next_state = OP1;
            else if((NodeCounter == 8'h01) && (NegativeCycleCheck == 1'b1))
                next_state = End3;
            else
                next_state = BFA_Stall2;
            end
        else if (WMDR1_reg[127] == 1'b0 && First_Node == 1'b0)
            next_state = BFA_Stall2;
        else if (WMDR1_reg[127] == 1'b1)
            next_state = BFA_Stall1;
        else
            next_state = BFA_Stall2;
    end
	else if(current_state == BFA_Stall2)
            next_state = BFA3;
	else if(current_state == BFA3)
    begin
        if(WMDR1_reg[127] == 1'b1)
            next_state = BFA2;
        else
            next_state = BFA_Stall3;
    end
	else if(current_state == BFA_Stall3)
    begin
        if(WMDR1_reg[127] == 1'b1)
            next_state = BFA5;
        else
            next_state = BFA4;
    end
	else if(current_state == BFA4)
            next_state = BFA5;
	else if(current_state == BFA5)
    begin
        if (WMDR1_reg[127] == 1'b1)
            next_state = BFA_Stall1;
        else if(NumLinks == 0 && LinkCounter == 0)
            next_state = BFA_Stall1;
        else if (NumLinks != 0 && LinkCounter == 0)
            next_state = BFA_Stall3;
        else
            next_state = BFA_Stall4;
    end
	else if(current_state == BFA_Stall4)
            next_state = BFA6;
	else if(current_state == BFA6)
            next_state = BFA5;
    else if(current_state == OP1)
            next_state = OP_Stall1;
    else if(current_state == OP_Stall1)
            next_state = OP2;
    else if(current_state == OP2)
            next_state = OP3;
    else if(current_state == OP3)
            next_state = OP4;
    else if(current_state == OP4)
        begin
            if(WMDR2_reg[108] == 1'b1)
                next_state = End1;
            else
                next_state = OP_Stall2;
        end
    else if(current_state == OP_Stall2)
            next_state = OP4;
    else if(current_state == Refresh1)
        next_state = Refresh2;
    else if(current_state == Refresh2)
        begin
            if(WMWAR == 0)
                next_state = Init3;
            else
                next_state = Refresh2;
        end
    else if(current_state == End1)
        begin
            if(IMDR_reg == 8'hFF)
                next_state = Refresh1;
            else
                next_state = End2;
        end
end
endmodule
==> run.sh <==
#!/bin/bash
# OpenROAD 26Q1-2900-gdf79404cd8, Yosys 0.63+post, stock flow scripts
make -C /OpenROAD-flow-scripts/flow DESIGN_CONFIG=/design/flow/config.mk WORK_HOME=/design/flow/orfs finish
==> config.mk <==
export PLATFORM = sky130hd
export DESIGN_NAME = bellmanford
export DESIGN_NICKNAME = bellmanford
export VERILOG_FILES = /design/flow/design.v
export SDC_FILE = /design/flow/constraint.sdc
export NUM_CORES = 4
export LEC_CHECK = 1
export CORE_AREA = 10 10 417 417
export DIE_AREA = 0 0 427 427
==> constraint.sdc <==
current_design bellmanford

set clk_period 16.0
set clk_io_pct 0.2

create_clock -name clk0 -period $clk_period [get_ports {clock}]

set non_clock_inputs [all_inputs -no_clocks]
set_input_delay [expr $clk_period * $clk_io_pct] -clock clk0 $non_clock_inputs
set_output_delay [expr $clk_period * $clk_io_pct] -clock clk0 [all_outputs]
==> out/summary.json <==
{
  "yosys.cell_types.count": 78,
  "routed_wire_length_per_instance_um": 21.3,
  "synthesis.area_per_instance_um2": 11.4,
  "largest_reg_flops": 128,
  "tightestPinTransition_ns": 0.996,
  "firstDrtPassIters": 9,
  "enable_flop_cells": 326,
  "ys_async_sr_fraction_pct": 0,
  "pin_count_of_the_biggest_net_entering_global_routing": 65,
  "max_cap_viols": 0,
  "worst-endpoint-arrival_ns": 5.62,
  "worst_setup_hold_path_clk_slew_ns": 0.06,
  "warning_count": 346,
  "power_density_nw_per_um2": 92.9,
  "most_area_consuming_cells_after_synthesis": "edfxtp_1 39%, dfxtp_1 17%, mux2_2 5.2%",
  "worst_skew_pair.late_latency_ns": 0.70,
  "cp_max_fo": 49,
  "holdBufCountCts": 0,
  "dpl.cell_count": 4682,
  "core_region_area_um2": 165000,
  "routed_via_density": 3.89,
  "floorplan.core_util_pct": 15.3,
  "route.detailed.drc": 0,
  "fp.dieW_um": 427,
  "switchingPower_mw": 0.697,
  "placement.io_buffers": 348,
  "period_used_pct": 33.3,
  "endpoint_kind": "flip-flop",
  "area_growth_syn_to_layout_pct": 30.7,
  "synth_area_um2": 25100,
  "antenna_found_initial": 47,
  "hold_violations": 0,
  "detail_route.wirelength_um": 102000,
  "post_route_antenna_net_violation_count": 0,
  "cts_post_setup_buffers_inserted": 0,
  "synth_largest_type_area_fraction_pct": 39.0,
  "ys_warn_count": 126,
  "power_switching_share_pct": 22.9,
  "routabilityCongestion": 0.919,
  "layout.cells.most_common": "clkdlybuf4s50_1",
  "cts-root-to-sink-buffers": 3,
  "clockRootBuffer": "clkbuf_16",
  "cell_count_after_synthesis": 2212,
  "yosys_cells": 2212,
  "main_logic_family_after_synthesis": "AND-OR/OR-AND gates",
  "post_layout_nonfiller_instances": 4810,
  "grt.total_usage_pct": 11.0,
  "chip_area_um2": 182000,
  "unclocked_pins": 5,
  "comb_power_share_pct": 4.1,
  "rows": 149,
  "crit_path_cell_trace": "clkdlybuf4s50_1 > buf_4 > nor2_4 > buf_4 > buf_4 > and2_1",
  "clockPowerShare_pct": 45.6,
  "min_period_ns": 5.32,
  "compound_area_share_pct": 12.3,
  "mostFrequentLayoutCells": "348 x clkdlybuf4s50_1, 326 x edfxtp_1, 214 x dfxtp_1",
  "setup_viol": 0,
  "crit_required_ns": 16.30,
  "drive_gt1_share_pct": 11.7,
  "worst_path_max_delay_cell": "buf_4",
  "yosys-mux-area-fraction_pct": 5.72,
  "dieHeight_um": 427,
  "routed-via-count": 18700,
  "rsz0062_at_grt": "false",
  "drt_iter0_drc": 1711,
  "skew_ns": 0.0808,
  "power_frac_seq_pct": 50.3,
  "yosys.area.top_type": "edfxtp_1",
  "unconstrained_endpoints": 10,
  "synth-seq-cells": 545,
  "ys.flop_type": "edfxtp_1",
  "outcome": "finished, final reports clean",
  "report.final.slew_viol_count": 0,
  "setup_tns_ns": 0,
  "maxSlewHeadroom_pct": 33.4,
  "power.static_leakage_nw": 11.3,
  "area_share_of_fa_ha_maj_cells_after_synthesis_pct": 2.60,
  "irDropWorstVdd_v": 0.0000755,
  "grt_pass1_wl_um": 139000,
  "p_int_mw": 2.35,
  "synth-xor-area-share_pct": 4.60,
  "critical_path_class": "input pin to flip-flop",
  "num_cts_buffers": 59,
  "synth-area-yosys_um2": 25100,
  "tritoncts": "done",
  "floorplan.io_pins": 790,
  "critical_path.most_common_cell": "buf_4",
  "number_of_gates_resized_after_cts": 0,
  "critical_path.max_stage_delay_ns": 0.63,
  "timing.hold.worst.class": "flip-flop to flip-flop",
  "startpoint_type": "input pin",
  "total_overflow_reported_by_the_global_router": 0,
  "clock_tree.htree_level_count": 2,
  "hpwl_um": 81200,
  "via_count_of_the_first_global_routing_pass": 18500,
  "post_synth_and_or_nand_nor_area_fraction_pct": 11.5,
  "finalHoldWorstSlack_ns": 0.405,
  "max_freq_mhz": 188
}
cell families after synthesis:
kind of cell               after synthesis
and+or+nand+nor                        604
DFF                                    540
AOI/OAI and AO/OA                      442
buffers and inverters                  307
xor gates and xnor gates               132
muxes                                  129
adders and majority gates               51
latches                                  5
other                                    2
through the flow:
| step | utilization, % | area, um2 | setup slack (ns) | power [mW] |
|---|---|---|---|---|
| floorplan | - | 25600 | 6.03 | 1.61 |
| global placement | 18.7 | 30800 | 10.09 | 1.69 |
| detailed placement | 18.7 | 30800 | 10.03 | 1.69 |
| CTS | 19.9 | 32800 | 10.70 | 3.09 |
| global route | 19.9 | 32800 | 10.54 | 3.16 |
| finish | 19.9 | 32800 | 10.68 | 3.05 |
metal layers:
metal	GRT usage (%)	part of all wire, %	up-vias
met3	2.09	6.3	196
met4	4.75	5.3	4
li1	-	-	8623
met5	0	0.022	-
met1	13.2	37	8957
met2	19.1	51	924
synth_stat cells (5+ instances only):
library cell  number
edfxtp_1         326
dfxtp_1          214
ha_1              49
mux2i_1           13
nand3b_1           6
o22ai_1           13
xnor2_1           64
buf_4            138
dlxtn_1            5
clkbuf_8           7
a21oi_1           93
mux2_2           116
xor2_1            68
nor4_1            19
a22oi_1           43
a221o_1           11
a311oi_1          12
nand2b_1          20
buf_1             15
a31oi_1           17
o211ai_1          19
nor3b_1            7
nand3_1           47
buf_2              6
nand2_1          192
a222oi_1          28
and3_1            26
a221oi_1          20
and2_1            10
o221ai_1          25
nor2b_1           25
a211oi_1          13
o21ai_0           78
o22a_1             8
nand4_1           24
nor3_1            38
nor2_1           152
clkbuf_1          98
a22o_1             7
inv_1             42
a21o_1            11
or3_1             13
and4_1             6
o21a_1             8
final timing paths:
check | startpoint | endpoint | slack, ns | depth (start not counted)
max | reset | DistU[1]$_DFFE_PP_ | 10.68 | 6
min reg2reg | WMDR1_reg[125]$_DFF_P_ | DistU[6]$_DFFE_PP_ | 0.41 | 0
max reg2reg | Sub[1]$_SDFFCE_PN0P_ | NewWeight[7]$_DFFE_PP_ | 11.71 | 12
min | WMDR1_reg[125]$_DFF_P_ | DistU[6]$_DFFE_PP_ | 0.41 | 0
layout make-up:
type,count,area (um2)
Inverter,42,158
Clock inverter,29,284
Sequential cell,545,14100
Tap cell,2189,2740
Fill cell,17900,132000
Antenna cell,16,40.0
Timing Repair Buffer,418,4010
Clock buffer,83,1710
Multi-Input combinational cell,1488,9750
power by group through the flow:
stage,sequential (mW),combinational (mW),clock (mW)
after CTS,1.54,0.127,1.43
after global routing,1.54,0.135,1.49
final,1.53,0.124,1.39
worst max-delay path, delay by kind of cell:
kind | cells | cell delay, ns
and+or+nand+nor | 2 | 0.58
buffers and inverters | 4 | 1.73
Power is estimated from default activity; no workload was simulated.
